<file path="run.sh">
#!/bin/bash
# OpenROAD 26Q1-2900-gdf79404cd8, Yosys 0.63+post, stock flow scripts
make -C /OpenROAD-flow-scripts/flow DESIGN_CONFIG=/design/flow/config.mk WORK_HOME=/design/flow/orfs finish
</file>
<file path="config.mk">
export PLATFORM = sky130hd
export DESIGN_NAME = memory
export DESIGN_NICKNAME = memory
export VERILOG_FILES = /design/flow/design.v
export SDC_FILE = /design/flow/constraint.sdc
export NUM_CORES = 4
export LEC_CHECK = 1
export CORE_UTILIZATION = 40
</file>
<file path="constraint.sdc">
current_design memory

set clk_period 3.4
set clk_io_pct 0.2

create_clock -name clk0 -period $clk_period [get_ports {clk}]

set non_clock_inputs [all_inputs -no_clocks]
set_input_delay [expr $clk_period * $clk_io_pct] -clock clk0 $non_clock_inputs
set_output_delay [expr $clk_period * $clk_io_pct] -clock clk0 [all_outputs]
</file>
<file path="design.v">
module hex2seven_seg(
    input [3:0] hex,
    input CE,
    output [6:0] seven_segment
);
wire [6:0] temp;
assign temp =   {7{hex == 0}} & ~7'b0111111 | 
                {7{hex == 1}} & ~7'b0000110 | 
                {7{hex == 2}} & ~7'b1011011 |
                {7{hex == 3}} & ~7'b1001111 |
                {7{hex == 4}} & ~7'b1100110 |
                {7{hex == 5}} & ~7'b1101101 |
                {7{hex == 6}} & ~7'b1111101 |
                {7{hex == 7}} & ~7'b0000111 |
                {7{hex == 8}} & ~7'b1111111 |
                {7{hex == 9}} & ~7'b1101111 |
                {7{hex == 4'ha}} & ~7'b1110111 |
                {7{hex == 4'hb}} & ~7'b1111100 |
                {7{hex == 4'hc}} & ~7'b0111001 |
                {7{hex == 4'hd}} & ~7'b1011110 |
                {7{hex == 4'he}} & ~7'b1111001 |
                {7{hex == 4'hf}} & ~7'b1110001;
assign seven_segment =  {7{CE == 0}} | temp; 
endmodule
module memory(
    input clk,
    input reset,
    input [7:0] value,
    input [2:0] addr,
    input w_button2, w_button3, w_button4,
    output [7:0] led,
    output [6:0] ss1, ss2, ss5, ss6, ss7
);
reg [7:0] mem[7:0];
reg [7:0] mem_cur;
reg active;
reg [2:0] blink;
reg [7:0] blink_buffer;
reg __button2, __button3, __button4;
reg _button2, _button3, _button4;
wire button2, button2_up, button3, button3_up, button4, button4_up;
assign button2 = ~_button2 & __button2;
assign button2_up = _button2 & ~__button2;
assign button3 = ~_button3 & __button3;
assign button3_up = _button3 & ~__button3;
assign button4 = ~_button4 & __button4;
assign button4_up = _button4 & ~__button4;
assign led = mem_cur;
hex2seven_seg inst1(
    .hex(mem_cur[3:0]),
    .CE(1),
    .seven_segment(ss1)
);
hex2seven_seg inst2(
    .hex(mem_cur[7:4]),
    .CE(1),
    .seven_segment(ss2)
);
hex2seven_seg inst5(
    .hex(value[3:0]),
    .CE(1),
    .seven_segment(ss5)
);
hex2seven_seg inst6(
    .hex(value[7:4]),
    .CE(1),
    .seven_segment(ss6)
);
hex2seven_seg inst7(
    .hex({1'b0, addr[2:0]}),
    .CE(1),
    .seven_segment(ss7)
);
always @(posedge clk) begin
    __button2 <= ~reset ? 0 : ~w_button2;
    _button2 <= ~reset ? 0 : __button2;
    __button3 <= ~reset ? 0 : ~w_button3;
    _button3 <= ~reset ? 0 : __button3;
    __button4 <= ~reset ? 0 : ~w_button4;
    _button4 <= ~reset ? 0 : __button4;
end
always @(posedge clk) begin
    mem_cur = button3 ? mem[addr] : mem_cur;
end
always @(posedge clk) begin
    mem[0] <= ~reset ? 0 : button2 & addr == 0 ? value : mem[0];
    mem[1] <= ~reset ? 0 : button2 & addr == 1 ? value : mem[1];
    mem[2] <= ~reset ? 0 : button2 & addr == 2 ? value : mem[2];
    mem[3] <= ~reset ? 0 : button2 & addr == 3 ? value : mem[3];
    mem[4] <= ~reset ? 0 : button2 & addr == 4 ? value : mem[4];
    mem[5] <= ~reset ? 0 : button2 & addr == 5 ? value : mem[5];
    mem[6] <= ~reset ? 0 : button2 & addr == 6 ? value : mem[6];
    mem[7] <= ~reset ? 0 : button2 & addr == 7 ? value : mem[7];
end
endmodule
</file>
==> flow_metrics.env <==
# source this file to load flow results
export IMPL_share_of_cells_above_drive_strength_1_pct=8.81
export IMPL_chipWidth_um=105
export IMPL_hold_path_depth=1
export IMPL_post_synth_top_area_fraction_pct=31.9
export IMPL_largest_net_degree_at_the_start_of_global_routing=69
export IMPL_grt_first_pass_wirelength_um=16100
export IMPL_design_core_area_um2=10300
export IMPL_yosys_warnings=7
export IMPL_p_per_area_nw_per_um2=406
export IMPL_finalCriticalPeriod_ps=3200
export IMPL_place_ws_ps=244
export IMPL_tightest_slew_ps=712
export IMPL_mappedNetlistArea_um2=4260
export IMPL_timing_fmax_mhz=313
export IMPL_whs_ps=455
export IMPL_cts_resized_gates=0
export IMPL_number_of_levels_the_h_tree_was_split_into=3
export IMPL_timing_final_ws_setup_ps=201
export IMPL_gpl_final_weighted_congestion=0.874
export IMPL_viasPerCell=5.11
export IMPL_cts_hold_buffers_added=0
export IMPL_post_route_wl_um=9770
export IMPL_antenna_found_initial=0
export IMPL_max_slew_margin_pct=52.5
export IMPL_grt_use_total_pct=18.3
export IMPL_timing_critical_path_from_type="primary input"
export IMPL_setup_worst_path_end_class="output pin"
export IMPL_grt_setup_unrepaired="false"
export IMPL_timing_reg2reg_worst_path_depth=4
export IMPL_ioPinCount=59
export IMPL_finalCoreUtilization_pct=50.0
export IMPL_synth_area_per_cell_um2=8.51
export IMPL_io_buffers=57
export IMPL_run_status="finished clean"
export IMPL_timing_final_max_slew_violations=0
export IMPL_area_overhead_of_the_layout_relative_to_synthesis_pct=21.1
export IMPL_drt_pass1_iter_count=7
export IMPL_ys_seq_elements=76
export IMPL_register_share_after_synthesis_pct=37.6
export IMPL_first_global_vias=3131
export IMPL_drtIter0Drc=198
export IMPL_antenna_left=0
export IMPL_post_route_drc_count=0
export IMPL_flop_cell="dfxtp_1"
export IMPL_final_setup_skew_ps=12.3
export IMPL_power_ir_vdd_worst_v=0.000188
export IMPL_post_cts_repair_setup_buffers=0
export IMPL_finalSetupTns_ps=0
export IMPL_power_leakage_nw=2.01
export IMPL_yosysTopAreaCell="dfxtp_1"
export IMPL_cts_tree="yes"
export IMPL_synth_edff_count=8
export IMPL_cts_made_buffers=9
export IMPL_route_detailed_wl_per_inst_um=14.3
export IMPL_worst_path_max_fanout=12
export IMPL_warning_count=26
export IMPL_max_cap_violations=0
export IMPL_cts_max_path_buffers=2
export IMPL_period_used_pct=94.1
export IMPL_yosys_top_cells_area="dfxtp_1 32%, mux2i_1 12%, nor2b_1 6.9%, edfxtp_1 5.6%, a21boi_0 5.1%"
export IMPL_clk_latency_ps=350
export IMPL_detailedPlacementHpwl_um=6860
export IMPL_worst_ep_arrival_time_ps=2520
export IMPL_final_fill_count=953
export IMPL_num_antenna_cells=0
export IMPL_core_density_at_floorplan_pct=41.3
export IMPL_global_route_overflow_total=0
export IMPL_setup_viol=0
export IMPL_netlist_instances=501
export IMPL_min_delay_path_class="reg2reg"
export IMPL_fp_row_count=37
export IMPL_dr_total_vias=3480
export IMPL_final_hold_viol_count=0
export IMPL_crit_required_ps=2720
export IMPL_yosysCellCount=501
export IMPL_cts_sinks=76
export IMPL_clk_root_buffer_cell="clkbuf_8"
export IMPL_floorplan_die_area_um2=11100
export IMPL_synth_async_reset_ratio_pct=0
export IMPL_synth_yosys_chip_area_um2=4260
export IMPL_worst_setup_path_type="in2out"
export IMPL_yosys_cell_types_count=42
export IMPL_die_height_um=105
export IMPL_path_clk_slew_ps=90
-- registers in the layout (all words and copies together), names as in the netlist --
| name | flops |
|---|---|
| mem | 64 |
| _button2 | 1 |
| mem_cur | 8 |
| __button3 | 1 |
| __button2 | 1 |
| _button3 | 1 |
-- area by class of cell --
cell class / instances / area, µm² / share of cell area [%]
clock buffer: 14 / 205 / 3.97
clock inverter: 2 / 60.1 / 1.16
inverter: 7 / 26.3 / 0.509
multi-input combinational: 370 / 2370 / 46.0
sequential: 76 / 1600 / 31.0
tap: 136 / 170 / 3.30
timing repair buffer: 76 / 726 / 14.1
-- path summary, 6_finish.rpt --
kind,slack [ps],startpoint,endpoint
setup / recovery,200,value[6],ss6[3]
hold / removal,460,__button3,_button3
setup reg to reg,1500,__button2,mem[3][4]
hold reg to reg,460,__button3,_button3
-- through the flow --
step / area (µm²) / power (mW) / std cells
finish: 5160 / 2.10 / 681
global route: 5160 / 2.18 / 681
CTS: 5160 / 2.11 / 681
detailed placement: 4900 / 1.25 / 665
global placement: 4900 / 1.24 / 665
floorplan: 4260 / 1.12 / 501
-- cells in the mapped netlist, types with 2 or more instances --
cell type  count
o22ai_1        2
mux2_2         8
clkbuf_1      27
a21boi_0      29
a21o_1         4
a221oi_1       2
inv_1          7
nor2_1        38
a211oi_1       2
buf_2          8
a31oi_1        7
o21ai_0       37
nand3_1       15
mux2i_1       50
nand2_1       56
o31a_1         3
buf_6          6
a211o_1        7
edfxtp_1       8
a22o_1         7
xnor2_1        2
nand2b_1      15
o21bai_1       4
a21oi_1       16
buf_4          7
dfxtp_1       68
and2_1         2
nor2b_1       47
o32ai_1        4
-- metal layers --
layer / share of wire, % / vias to the layer above / GRT usage, %
li1: - / 1800 / -
met1: 50 / 1614 / 28.5
met2: 45 / 61 / 29.0
met3: 4.2 / 5 / 2.59
met4: 0.45 / 0 / 1.51
met5: 0 / - / 0
-- logic make-up (layout without fill, tap and decap cells) --
| group | count (synthesis) | in the layout | share of synthesized area [%] |
|---|---|---|---|
| xor+xnor | 2 | 2 | 0.411 |
| compound gates | 126 | 126 | 19.5 |
| mux | 58 | 58 | 13.8 |
| flops | 76 | 76 | 37.6 |
| buf+inv | 55 | 99 | 6.75 |
| simple gates | 184 | 184 | 21.9 |
-- power by group --
| group | switching [mW] | leakage, nW | internal [mW] |
|---|---|---|---|
| clock | 0.329 | 0.133 | 0.544 |
| sequential | 0.0170 | 0.625 | 0.922 |
| combinational | 0.130 | 1.25 | 0.157 |
-- cell usage in the layout (no fill, tap or decap), types with 8 or more instances in the layout --
cell type,netlist,final
a21oi_1,16,16
nand3_1,15,15
mux2i_1,50,50
clkbuf_8,0,11
clkdlybuf4s50_1,0,57
mux2_2,8,8
nand2b_1,15,15
nor2b_1,47,47
a21boi_0,29,29
buf_4,7,18
edfxtp_1,8,8
nor2_1,38,38
nand2_1,56,56
o21ai_0,37,37
dfxtp_1,68,68
-- worst max-delay path, cell delays in order --
cell             delay, ps
clkdlybuf4s50_1        750
nand2b_1               180
nor2_1                 230
a211oi_1                80
a21oi_1                130
clkdlybuf4s50_1        470
Power and IR drop assume default switching activity.
