$ cat ./run.sh
#!/bin/bash
# OpenROAD 26Q1-2900-gdf79404cd8, Yosys 0.63+post, stock flow scripts
make -C /OpenROAD-flow-scripts/flow DESIGN_CONFIG=/design/flow/config.mk WORK_HOME=/design/flow/orfs finish
$ cat ./config.mk
export PLATFORM = sky130hd
export DESIGN_NAME = chasi
export DESIGN_NICKNAME = chasi
export VERILOG_FILES = /design/flow/design.v
export SDC_FILE = /design/flow/constraint.sdc
export NUM_CORES = 4
export LEC_CHECK = 1
export CORE_UTILIZATION = 50
$ cat ./constraint.sdc
current_design chasi

set clk_period 9.7
set clk_io_pct 0.2

create_clock -name clk0 -period $clk_period [get_ports {clk}]

set non_clock_inputs [all_inputs -no_clocks]
set_input_delay [expr $clk_period * $clk_io_pct] -clock clk0 $non_clock_inputs
set_output_delay [expr $clk_period * $clk_io_pct] -clock clk0 [all_outputs]
$ cat ./design.v
module chasi(
    input clk,
    input reset,
    input w_button2, w_button3, w_button4,
    output [6:0] ss1, ss3, ss4, ss5, ss6, ss7, ss8
);
reg [31:0] clock_counter;
reg [7:0] counter;
reg [7:0] blink_counter;
reg [7:0] mem[2:0];      
reg [3:0] change_counter;
reg active;
reg [2:0] blink;
reg [7:0] blink_buffer;
reg __button2, __button3, __button4;
reg _button2, _button3, _button4;
wire button2, button2_up, button3, button3_up, button4, button4_up;
assign button2 = ~_button2 & __button2;
assign button2_up = _button2 & ~__button2;
assign button3 = ~_button3 & __button3;
assign button3_up = _button3 & ~__button3;
assign button4 = ~_button4 & __button4;
assign button4_up = _button4 & ~__button4;
wire [11:0] td1, td2, td3;
hex2decimal inst9(
    .hex(mem[0][7:0]),
    .decimal(td1)
);
hex2decimal inst10(
    .hex(mem[1][7:0]),
    .decimal(td2)
);
hex2decimal inst11(
    .hex(mem[2][7:0]),
    .decimal(td3)
);
hex2seven_seg inst1(
    .hex(change_counter),
    .CE(1'b1),
    .seven_segment(ss1)
);
hex2seven_seg inst3(
    .hex(td1[3:0]),
    .CE(blink[0]),
    .seven_segment(ss3)
);
hex2seven_seg inst4(
    .hex(td1[7:4]),
    .CE(blink[0]),
    .seven_segment(ss4)
);
hex2seven_seg inst5(
    .hex(td2[3:0]),
    .CE(blink[1]),
    .seven_segment(ss5)
);
hex2seven_seg inst6(
    .hex(td2[7:4]),
    .CE(blink[1]),
    .seven_segment(ss6)
);
hex2seven_seg inst7(
    .hex(td3[3:0]),
    .CE(blink[2]),
    .seven_segment(ss7)
);
hex2seven_seg inst8(
    .hex(td3[7:4]),
    .CE(blink[2]),
    .seven_segment(ss8)
);
always @(posedge clk) begin
    __button2 <= ~reset ? 0 : ~w_button2;
    _button2 <= ~reset ? 0 : __button2;
    __button3 <= ~reset ? 0 : ~w_button3;
    _button3 <= ~reset ? 0 : __button3;
    __button4 <= ~reset ? 0 : ~w_button4;
    _button4 <= ~reset ? 0 : __button4;
end
always @(posedge clk) begin
    clock_counter <= ~reset ? 0 : clock_counter >= 499999 ? 0 : clock_counter + 1;
    counter <= ~reset | (~active) ? 0 : active ? clock_counter == 1 ? counter >= 99 ? 0 : counter + 1 : counter : counter;
    blink_counter <= ~reset ? 0 : clock_counter == 1 ? blink_counter >= 49 ? 0 : blink_counter + 1 : blink_counter;
end
always @(posedge clk) begin
    blink_buffer <= ~reset | button4 ? 8'd100 : (clock_counter == 1) & blink_buffer > 0 ? blink_buffer - 1'b1 : blink_buffer;
end
always @(posedge clk) begin
    blink[0] <= ~reset | button4 | active | change_counter != 0 ? 1 : (change_counter == 0) & (blink_counter == 1) & (clock_counter == 1) & (blink_buffer == 0) ? ~blink[0] : blink[0];
    blink[1] <= ~reset | button4 | active | change_counter != 1 ? 1 : (change_counter == 1) & (blink_counter == 1) & (clock_counter == 1) & (blink_buffer == 0) ? ~blink[1] : blink[1];
    blink[2] <= ~reset | button4 | active | change_counter != 2 ? 1 : (change_counter == 2) & (blink_counter == 1) & (clock_counter == 1) & (blink_buffer == 0) ? ~blink[2] : blink[2];
end
always @(posedge clk) begin
    active <= ~reset ? 1 : button2 ? ~active : active;
end
always @(posedge clk) begin
    change_counter <= ~reset ? 0 : button3 ? change_counter >= 2 ? 0 : change_counter + 1 : change_counter;
end
always @(posedge clk) begin
    mem[0] <= ~reset ? 0 : active ?  
                            (counter == 99) & (clock_counter == 1) ? ( mem[0] == 59 ? 0 : mem[0]+1 ) : mem[0] :
                            (change_counter == 0) & button4 ? mem[0] == 59 ? 0 : mem[0]+1 : mem[0];
    mem[1] <= ~reset ? 0 : active ?  
                            (mem[0] == 59)  & (counter == 99) & (clock_counter == 1) ? mem[1] == 59 ? 0 : mem[1]+1 : mem[1] :
                            (change_counter == 1) & button4 ? mem[1] == 59 ? 0 : mem[1]+1 : mem[1];
    mem[2] <= ~reset ? 0 : active ?  
                            (mem[1] == 59)  & (mem[0] == 59)  & (counter == 99) & (clock_counter == 1) ? mem[2] == 23 ? 0 : mem[2]+1 : mem[2] :
                            (change_counter == 2) & button4 ? mem[2] == 23 ? 0 : mem[2]+1 : mem[2];
end
endmodule
module hex2seven_seg(
    input [3:0] hex,
    input CE,
    output [6:0] seven_segment
);
wire [6:0] temp;
assign temp =   {7{hex == 0}} & ~7'b0111111 | 
                {7{hex == 1}} & ~7'b0000110 | 
                {7{hex == 2}} & ~7'b1011011 |
                {7{hex == 3}} & ~7'b1001111 |
                {7{hex == 4}} & ~7'b1100110 |
                {7{hex == 5}} & ~7'b1101101 |
                {7{hex == 6}} & ~7'b1111101 |
                {7{hex == 7}} & ~7'b0000111 |
                {7{hex == 8}} & ~7'b1111111 |
                {7{hex == 9}} & ~7'b1101111 |
                {7{hex == 4'ha}} & ~7'b1110111 |
                {7{hex == 4'hb}} & ~7'b1111100 |
                {7{hex == 4'hc}} & ~7'b0111001 |
                {7{hex == 4'hd}} & ~7'b1011110 |
                {7{hex == 4'he}} & ~7'b1111001 |
                {7{hex == 4'hf}} & ~7'b1110001;
assign seven_segment =  {7{CE == 0}} | temp; 
endmodule
module memory(
    input clk,
    input reset,
    input [7:0] value,
    input [2:0] addr,
    input w_button2, w_button3, w_button4,
    output [7:0] led,
    output [6:0] ss1, ss2, ss5, ss6, ss7
);
reg [7:0] mem[7:0];
reg [7:0] mem_cur;
reg active;
reg [2:0] blink;
reg [7:0] blink_buffer;
reg __button2, __button3, __button4;
reg _button2, _button3, _button4;
wire button2, button2_up, button3, button3_up, button4, button4_up;
assign button2 = ~_button2 & __button2;
assign button2_up = _button2 & ~__button2;
assign button3 = ~_button3 & __button3;
assign button3_up = _button3 & ~__button3;
assign button4 = ~_button4 & __button4;
assign button4_up = _button4 & ~__button4;
assign led = mem_cur;
hex2seven_seg inst1(
    .hex(mem_cur[3:0]),
    .CE(1),
    .seven_segment(ss1)
);
hex2seven_seg inst2(
    .hex(mem_cur[7:4]),
    .CE(1),
    .seven_segment(ss2)
);
hex2seven_seg inst5(
    .hex(value[3:0]),
    .CE(1),
    .seven_segment(ss5)
);
hex2seven_seg inst6(
    .hex(value[7:4]),
    .CE(1),
    .seven_segment(ss6)
);
hex2seven_seg inst7(
    .hex({1'b0, addr[2:0]}),
    .CE(1),
    .seven_segment(ss7)
);
always @(posedge clk) begin
    __button2 <= ~reset ? 0 : ~w_button2;
    _button2 <= ~reset ? 0 : __button2;
    __button3 <= ~reset ? 0 : ~w_button3;
    _button3 <= ~reset ? 0 : __button3;
    __button4 <= ~reset ? 0 : ~w_button4;
    _button4 <= ~reset ? 0 : __button4;
end
always @(posedge clk) begin
    mem_cur = button3 ? mem[addr] : mem_cur;
end
always @(posedge clk) begin
    mem[0] <= ~reset ? 0 : button2 & addr == 0 ? value : mem[0];
    mem[1] <= ~reset ? 0 : button2 & addr == 1 ? value : mem[1];
    mem[2] <= ~reset ? 0 : button2 & addr == 2 ? value : mem[2];
    mem[3] <= ~reset ? 0 : button2 & addr == 3 ? value : mem[3];
    mem[4] <= ~reset ? 0 : button2 & addr == 4 ? value : mem[4];
    mem[5] <= ~reset ? 0 : button2 & addr == 5 ? value : mem[5];
    mem[6] <= ~reset ? 0 : button2 & addr == 6 ? value : mem[6];
    mem[7] <= ~reset ? 0 : button2 & addr == 7 ? value : mem[7];
end
endmodule
module hex2decimal(
    input [7:0] hex,
    output [11:0] decimal
);
wire m_200, m_100;
wire [7:0] temp_hex;
wire [3:0] temp_hex1;
assign m_200 = hex >= 200;
assign m_100 = hex >= 100;
assign decimal[11:10] = 2'b0;
assign decimal[9] = m_200;
assign decimal[8] = m_100 & ~m_200;
assign temp_hex = hex - (m_200 ? 200 : 0) - ((m_100 & ~m_200) ? 100 : 0);
assign decimal[7:4] =   {7{temp_hex >= 10 & temp_hex < 20}} & 4'd1 |
                        {7{temp_hex >= 20 & temp_hex < 30}} & 4'd2 |
                        {7{temp_hex >= 30 & temp_hex < 40}} & 4'd3 |
                        {7{temp_hex >= 40 & temp_hex < 50}} & 4'd4 |
                        {7{temp_hex >= 50 & temp_hex < 60}} & 4'd5 |
                        {7{temp_hex >= 60 & temp_hex < 70}} & 4'd6 |
                        {7{temp_hex >= 70 & temp_hex < 80}} & 4'd7 |
                        {7{temp_hex >= 80 & temp_hex < 90}} & 4'd8 |
                        {7{temp_hex >= 90}}                 & 4'd9;
assign temp_hex1 = temp_hex - decimal[7:4]*10;
assign decimal[3:0] = temp_hex1;
endmodule
module perevod(
    input clk,
    input reset,
    input w_button2,
    input [7:0] switch,
    output [6:0] ss1, ss2, ss3, ss4, ss5, ss6, ss7, ss8,
    output [7:0] diods,
    output diod_co
);
reg [7:0] mem1;
reg [11:0] mem2;
assign diods = mem1;
reg __button2;
reg _button2;
wire button2, button2_up;
assign button2 = ~_button2 & __button2;
assign button2_up = _button2 & ~__button2;
hex2seven_seg inst1(
    .hex(mem2[3:0]),
    .seven_segment(ss1)
);
hex2seven_seg inst2(
    .hex(mem2[7:4]),
    .seven_segment(ss2)
);
hex2seven_seg inst3(
    .hex(mem2[11:8]),
    .seven_segment(ss3)
);
hex2seven_seg inst4(
    .hex({4'b0}),
    .seven_segment(ss4)
);
hex2seven_seg inst5(
    .hex(mem1[3:0]),
    .seven_segment(ss5)
);
hex2seven_seg inst6(
    .hex(mem1[7:4]),
    .seven_segment(ss6)
);
hex2seven_seg inst7(
    .hex(mem2[3:0]),
    .seven_segment(ss7)
);
hex2seven_seg inst8(
    .hex(mem2[7:4]),
    .seven_segment(ss8)
);
assign diod_co = mem2[8] | mem2[9];
always @(posedge clk) begin
    __button2 <= ~reset ? 0 : ~w_button2;
    _button2 <= ~reset ? 0 : __button2;
end
wire [11:0] temp_decimal;
hex2decimal inst9(
    .hex(mem1[7:0]),
    .decimal(temp_decimal)
);
always @(posedge clk) begin
    mem1 <=  ~reset ? 0 : button2 ? switch : mem1;
    mem2 <=  ~reset ? 0 : button2_up ? temp_decimal : mem2;
end
endmodule
==> flow_summary.json <==
{
  "status": "finished, final reports clean",
  "clkPwrFrac": 0.483,
  "routed_wl_um": 15200,
  "p_sw_frac": 0.198,
  "critPathArrivalTime_ns": 5.80,
  "worstMarginPinSlew_ns": 0.693,
  "vias_per_cell": 5.60,
  "syn_area_mm2": 0.00733,
  "maxSlewHeadroom": 0.537,
  "cts.htree.levels": 3,
  "yosys-stat-area_mm2": 0.00733,
  "fmax_mhz": 129,
  "gp_congestion": 0.924,
  "cts_setup_buffers": 0,
  "initialDrtViolationCount": 351,
  "path_clk_slew_ns": 0.06,
  "finClkSkew_ns": 0.00607,
  "crit_type": "flip-flop to primary output",
  "fin_cells": 1177,
  "endpoint_kind": "primary output",
  "fin_ws_ns": 1.96,
  "antenna_cells": 0,
  "fillers": 1257,
  "ys_seq_elements": 94,
  "hold_viol_final": 0,
  "fp-utilization": 0.520,
  "postCtsHoldBufs": 0,
  "final_antenna_net_count": 0,
  "wire_per_inst_um": 12.9,
  "dieArea_mm2": 0.0151,
  "core_area_mm2": 0.0141,
  "powerDensity_mw_per_mm2": 99.8,
  "internal_power_uw": 659,
  "dr.pass1.iters": 5,
  "layout_top_cells": "nor2_1 (126), nand2_1 (95), dfxtp_1 (94)",
  "ys_warn_count": 3,
  "post-dp-hpwl_um": 11400,
  "cts_buffers": 9,
  "grtUsageTotal": 0.213,
  "p_leak_nw": 3.17,
  "edf_count": 0,
  "finalSetupTns_ns": 0,
  "io_buffers": 53,
  "die-width_um": 123,
  "crit_start": "mem[2][4]$_SDFFE_PN0P_",
  "async_reset_ff_frac": 0,
  "grt_remaining_overflow": 0,
  "antenna_found_initial": 0,
  "maxSlewViolCount": 0,
  "clock-root-buffer": "clkbuf_16",
  "hold_ws_ns": 0.448,
  "setup_viol": 0,
  "p_sw_uw": 162,
  "required_ns": 7.76,
  "timing.rr.start": "clock_counter[19]$_SDFF_PP0_",
  "clk_latency_ns": 0.33,
  "period_used_share": 0.798,
  "synth.avg_cell_area_um2": 7.64,
  "num_rows": 43,
  "synth_cells": 959,
  "synth.distinct_cells": 92,
  "worstPathMaxFanout": 22,
  "drc": 0,
  "warnings": 41,
  "worstHoldStart": "__button2$_SDFF_PN0_",
  "routed-via-count": 6589,
  "p_seq_frac": 0.480,
  "final_layout_size_suffix_gt1_frac": 0.0491,
  "ys_cells": 959,
  "dpl.cell_count": 1162,
  "worstHoldPathType": "flip-flop to flip-flop",
  "ctsResizeCount": 0,
  "cp-start-kind": "flip-flop",
  "synthToLayoutAreaGrowth_pct": 12.3,
  "grt_pass1_wl_um": 26300,
  "period_needed_ns": 7.74,
  "grt_max_degree": 24,
  "place_ws_ns": 2.33,
  "cts.sinks": 94,
  "ios": 54,
  "ff_type": "dfxtp_1",
  "maxCapViolCount": 0,
  "lay_top_count": "nor2_1",
  "grt_pass1_vias": 5748,
  "ys_seq_share": 0.257,
  "total_power_uw": 821,
  "ir_drop_v": 0.0000944,
  "cts_tree": "built",
  "power_frac_comb": 0.037,
  "fp.dieH_um": 123,
  "clk_path_buf_depth": 2,
  "rsz0062_at_grt": "no"
}
-- area by class of cell --
type / instances / area (um2) / area share
clock buffers: 9 / 225 / 0.0274
clock inverters: 6 / 116 / 0.0141
inverters: 58 / 218 / 0.0265
multi-input cells: 774 / 5000 / 0.609
flip-flops and latches: 94 / 1880 / 0.229
well taps: 180 / 225 / 0.0274
repair buffers: 56 / 553 / 0.0672
-- cell families after synthesis --
family                   synth area share
AND-OR/OR-AND                       0.187
flip-flops                          0.257
AND/OR/NAND/NOR                     0.287
XOR/XNOR                            0.107
multiplexers                       0.0111
other                            0.000512
adder cells (fa/ha/maj)            0.0847
buffers and inverters              0.0661
-- registers in the layout, summed over array words and instances, names as in the netlist --
signal,count
clock_counter,32
mem,24
blink_buffer,8
blink_counter,8
counter,8
change_counter,4
blink,3
__button2,1
__button3,1
__button4,1
_button2,1
_button3,1
_button4,1
active,1
-- metrics by stage --
stage	instance area (um2)	utilization
after detailed placement	7880	0.559
final	8220	0.583
after global routing	8220	0.583
after CTS	8220	0.583
after floorplan	7370	-
after global placement	7880	0.559
-- power groups by stage --
stage         clock network [mW]  registers (mW)  logic (mW)
global route               0.420           0.395      0.0340
finish                     0.397           0.394      0.0303
CTS                        0.406           0.394      0.0305
-- per-layer routing --
metal,up-vias,part of all wire,track usage
li1,3422,-,-
met1,2994,0.51,0.342
met2,162,0.44,0.328
met3,11,0.048,0.0198
met4,0,0.0076,0.0218
met5,-,0,0
-- cells in the mapped netlist (4+ instances only) --
master	count	area (um2)
nor4_1	15	93.8
mux2i_1	7	70.1
xnor2_1	48	420
o21ai_1	4	20.0
nand3b_1	11	82.6
o21ai_0	44	220
or3_1	7	43.8
a21boi_0	4	30.0
nand3_1	44	220
o21a_1	10	75.1
a211oi_1	4	30.0
nor4b_1	4	35.0
and3_1	10	62.6
nor2_1	126	473
a31oi_1	5	31.3
inv_1	58	218
nand2_1	95	357
nor2b_1	14	87.6
o21bai_1	4	30.0
o311ai_1	4	35.0
ha_1	44	551
and2_1	16	100
nor3_1	22	110
dfxtp_1	94	1880
o211ai_1	14	105
a21o_1	5	37.5
o221ai_1	5	43.8
xor2_1	32	280
nand4_1	20	125
clkbuf_1	25	93.8
buf_2	6	30.0
buf_6	8	90.1
nand2b_1	13	81.3
a21oi_1	43	215
-- worst max-delay path, cell delays in order (launching register included) --
cell	delay [ns]
dfxtp_1	0.39
o311a_1	0.38
a21oi_1	0.20
ha_1	0.18
inv_1	0.04
ha_1	0.68
o21a_1	0.34
o41ai_1	0.11
a22oi_1	0.29
o221ai_1	0.20
nor4_4	0.36
inv_1	0.09
ha_1	0.19
inv_1	0.06
fa_1	0.57
nor2_1	0.32
nand2_1	0.12
nor3_1	0.16
a41o_1	0.11
o21ai_0	0.08
nand4_1	0.14
clkdlybuf4s50_1	0.46
-- final timing paths --
kind / to / slack (ns) / cells past startpoint
worst max-delay path: ss7[0] / 1.96 / 21
worst min-delay path: _button2$_SDFF_PN0_ / 0.45 / 1
worst max register to register: mem[1][7]$_SDFFE_PN0P_ / 6.62 / 9
worst min register to register: _button2$_SDFF_PN0_ / 0.45 / 1
Power and IR drop assume default switching activity.
