===== run.sh =====
#!/bin/bash
# OpenROAD 26Q1-2900-gdf79404cd8, Yosys 0.63+post, stock flow scripts
make -C /OpenROAD-flow-scripts/flow DESIGN_CONFIG=/design/flow/config.mk WORK_HOME=/design/flow/orfs finish

===== design.v =====
module hex2seven_seg(
    input [3:0] hex,
    input CE,
    output [6:0] seven_segment
);
wire [6:0] temp;
assign temp =   {7{hex == 0}} & ~7'b0111111 | 
                {7{hex == 1}} & ~7'b0000110 | 
                {7{hex == 2}} & ~7'b1011011 |
                {7{hex == 3}} & ~7'b1001111 |
                {7{hex == 4}} & ~7'b1100110 |
                {7{hex == 5}} & ~7'b1101101 |
                {7{hex == 6}} & ~7'b1111101 |
                {7{hex == 7}} & ~7'b0000111 |
                {7{hex == 8}} & ~7'b1111111 |
                {7{hex == 9}} & ~7'b1101111 |
                {7{hex == 4'ha}} & ~7'b1110111 |
                {7{hex == 4'hb}} & ~7'b1111100 |
                {7{hex == 4'hc}} & ~7'b0111001 |
                {7{hex == 4'hd}} & ~7'b1011110 |
                {7{hex == 4'he}} & ~7'b1111001 |
                {7{hex == 4'hf}} & ~7'b1110001;
assign seven_segment =  {7{CE == 0}} | temp; 
endmodule
module memory(
    input clk,
    input reset,
    input [7:0] value,
    input [2:0] addr,
    input w_button2, w_button3, w_button4,
    output [7:0] led,
    output [6:0] ss1, ss2, ss5, ss6, ss7
);
reg [7:0] mem[7:0];
reg [7:0] mem_cur;
reg active;
reg [2:0] blink;
reg [7:0] blink_buffer;
reg __button2, __button3, __button4;
reg _button2, _button3, _button4;
wire button2, button2_up, button3, button3_up, button4, button4_up;
assign button2 = ~_button2 & __button2;
assign button2_up = _button2 & ~__button2;
assign button3 = ~_button3 & __button3;
assign button3_up = _button3 & ~__button3;
assign button4 = ~_button4 & __button4;
assign button4_up = _button4 & ~__button4;
assign led = mem_cur;
hex2seven_seg inst1(
    .hex(mem_cur[3:0]),
    .CE(1),
    .seven_segment(ss1)
);
hex2seven_seg inst2(
    .hex(mem_cur[7:4]),
    .CE(1),
    .seven_segment(ss2)
);
hex2seven_seg inst5(
    .hex(value[3:0]),
    .CE(1),
    .seven_segment(ss5)
);
hex2seven_seg inst6(
    .hex(value[7:4]),
    .CE(1),
    .seven_segment(ss6)
);
hex2seven_seg inst7(
    .hex({1'b0, addr[2:0]}),
    .CE(1),
    .seven_segment(ss7)
);
always @(posedge clk) begin
    __button2 <= ~reset ? 0 : ~w_button2;
    _button2 <= ~reset ? 0 : __button2;
    __button3 <= ~reset ? 0 : ~w_button3;
    _button3 <= ~reset ? 0 : __button3;
    __button4 <= ~reset ? 0 : ~w_button4;
    _button4 <= ~reset ? 0 : __button4;
end
always @(posedge clk) begin
    mem_cur = button3 ? mem[addr] : mem_cur;
end
always @(posedge clk) begin
    mem[0] <= ~reset ? 0 : button2 & addr == 0 ? value : mem[0];
    mem[1] <= ~reset ? 0 : button2 & addr == 1 ? value : mem[1];
    mem[2] <= ~reset ? 0 : button2 & addr == 2 ? value : mem[2];
    mem[3] <= ~reset ? 0 : button2 & addr == 3 ? value : mem[3];
    mem[4] <= ~reset ? 0 : button2 & addr == 4 ? value : mem[4];
    mem[5] <= ~reset ? 0 : button2 & addr == 5 ? value : mem[5];
    mem[6] <= ~reset ? 0 : button2 & addr == 6 ? value : mem[6];
    mem[7] <= ~reset ? 0 : button2 & addr == 7 ? value : mem[7];
end
endmodule
module hex2decimal(
    input [7:0] hex,
    output [11:0] decimal
);
wire m_200, m_100;
wire [7:0] temp_hex;
wire [3:0] temp_hex1;
assign m_200 = hex >= 200;
assign m_100 = hex >= 100;
assign decimal[11:10] = 2'b0;
assign decimal[9] = m_200;
assign decimal[8] = m_100 & ~m_200;
assign temp_hex = hex - (m_200 ? 200 : 0) - ((m_100 & ~m_200) ? 100 : 0);
assign decimal[7:4] =   {7{temp_hex >= 10 & temp_hex < 20}} & 4'd1 |
                        {7{temp_hex >= 20 & temp_hex < 30}} & 4'd2 |
                        {7{temp_hex >= 30 & temp_hex < 40}} & 4'd3 |
                        {7{temp_hex >= 40 & temp_hex < 50}} & 4'd4 |
                        {7{temp_hex >= 50 & temp_hex < 60}} & 4'd5 |
                        {7{temp_hex >= 60 & temp_hex < 70}} & 4'd6 |
                        {7{temp_hex >= 70 & temp_hex < 80}} & 4'd7 |
                        {7{temp_hex >= 80 & temp_hex < 90}} & 4'd8 |
                        {7{temp_hex >= 90}}                 & 4'd9;
assign temp_hex1 = temp_hex - decimal[7:4]*10;
assign decimal[3:0] = temp_hex1;
endmodule
module perevod(
    input clk,
    input reset,
    input w_button2,
    input [7:0] switch,
    output [6:0] ss1, ss2, ss3, ss4, ss5, ss6, ss7, ss8,
    output [7:0] diods,
    output diod_co
);
reg [7:0] mem1;
reg [11:0] mem2;
assign diods = mem1;
reg __button2;
reg _button2;
wire button2, button2_up;
assign button2 = ~_button2 & __button2;
assign button2_up = _button2 & ~__button2;
hex2seven_seg inst1(
    .hex(mem2[3:0]),
    .seven_segment(ss1)
);
hex2seven_seg inst2(
    .hex(mem2[7:4]),
    .seven_segment(ss2)
);
hex2seven_seg inst3(
    .hex(mem2[11:8]),
    .seven_segment(ss3)
);
hex2seven_seg inst4(
    .hex({4'b0}),
    .seven_segment(ss4)
);
hex2seven_seg inst5(
    .hex(mem1[3:0]),
    .seven_segment(ss5)
);
hex2seven_seg inst6(
    .hex(mem1[7:4]),
    .seven_segment(ss6)
);
hex2seven_seg inst7(
    .hex(mem2[3:0]),
    .seven_segment(ss7)
);
hex2seven_seg inst8(
    .hex(mem2[7:4]),
    .seven_segment(ss8)
);
assign diod_co = mem2[8] | mem2[9];
always @(posedge clk) begin
    __button2 <= ~reset ? 0 : ~w_button2;
    _button2 <= ~reset ? 0 : __button2;
end
wire [11:0] temp_decimal;
hex2decimal inst9(
    .hex(mem1[7:0]),
    .decimal(temp_decimal)
);
always @(posedge clk) begin
    mem1 <=  ~reset ? 0 : button2 ? switch : mem1;
    mem2 <=  ~reset ? 0 : button2_up ? temp_decimal : mem2;
end
endmodule

===== config.mk =====
export PLATFORM = sky130hd
export DESIGN_NAME = perevod
export DESIGN_NICKNAME = perevod
export VERILOG_FILES = /design/flow/design.v
export SDC_FILE = /design/flow/constraint.sdc
export NUM_CORES = 4
export LEC_CHECK = 1
export CORE_AREA = 10 10 70 70
export DIE_AREA = 0 0 80 80

===== constraint.sdc =====
current_design perevod

set clk_period 1.3
set clk_io_pct 0.2

create_clock -name clk0 -period $clk_period [get_ports {clk}]

set non_clock_inputs [all_inputs -no_clocks]
set_input_delay [expr $clk_period * $clk_io_pct] -clock clk0 $non_clock_inputs
set_output_delay [expr $clk_period * $clk_io_pct] -clock clk0 [all_outputs]

==> results.sh <==
# implementation run metrics
export IMPL_worst_clock_skew_ns=0.0009436
export IMPL_finish_utilization=0.3044
export IMPL_number_of_global_route_vias_before_repair=652
export IMPL_power_leakage_uw=0.0005380
export IMPL_hold_path_cell_count=2
export IMPL_clk_root_buffer_cell="sky130_fd_sc_hd__clkbuf_4"
export IMPL_place_detailed_instances=165
export IMPL_cts_tree="done"
export IMPL_dp_final_hpwl_mm=1.600
export IMPL_critPathCaptureType="primary output"
export IMPL_critPathLaunchType="flip-flop"
export IMPL_path_clk_slew_ns=0.08
export IMPL_power_sequential_fraction=0.479
export IMPL_netlist_area_um2=909.6
export IMPL_cellPowerDensity_mw_per_mm2=783.8
export IMPL_critPathRequiredTime_ns=1.04
export IMPL_worst_r2r_path_depth=4
export IMPL_reg2reg_setup_slack_ns=0.16
export IMPL_setup_tns_ns=0
export IMPL_core_util_floorplan=0.2663
export IMPL_worst_skew_pair_late_latency_ns=0.27
export IMPL_ant_nets=0
export IMPL_clock_power_share=0.370
export IMPL_setup_worst_path_class="reg -> out"
export IMPL_flow_area_growth_from_synthesis_pct=14.31
export IMPL_critical_path_peak_fanout=2
export IMPL_max_clk_rate_ghz=0.8086
export IMPL_number_of_i_o_port_buffers=19
export IMPL_drive_above_1_share=0.1938
export IMPL_ys_ff=12
export IMPL_drv_max_cap_violation_count=0
export IMPL_period_minus_slack_ns=1.237
export IMPL_p_sw_frac=0.2247
export IMPL_grt_pass1_wl_mm=3.056
export IMPL_insertedDiodeCount=0
export IMPL_final_setup_viol_count=0
export IMPL_cp_data_arrival_time_ns=0.98
export IMPL_hold_end="mem2[8]$_SDFFE_PN0P_"
export IMPL_core_region_area_mm2=0.003416
export IMPL_wl_per_cell_um=10.81
export IMPL_comb_power_share=0.151
export IMPL_vias=537
export IMPL_setup_ws_ns=0.06325
export IMPL_stdcell_area_mm2=0.001040
export IMPL_clock_sinks=12
export IMPL_grt_overflow=0
export IMPL_detail_route_drc_violations=0
export IMPL_ys_types=16
export IMPL_gr_usage_all_layers=0.05649
export IMPL_ys_cells=101
export IMPL_route_final_wire_length_mm=1.891
export IMPL_hp_start="mem2[8]$_SDFFE_PN0P_"
export IMPL_synth_area_leader_cell="sky130_fd_sc_hd__buf_4"
export IMPL_syn_inst=101
export IMPL_internal_power_uw=631.8
export IMPL_htree_num_levels=1
export IMPL_stage_log_warnings=25
export IMPL_enable_flop_cells=0
export IMPL_ys_async_sr_fraction=0
export IMPL_antenna_found_initial=0
export IMPL_holdCritPathClass="reg -> reg"
export IMPL_post_synth_cell_area_avg_um2=9.006
export IMPL_run_status="finished clean"
export IMPL_drtPass1Iterations=2
export IMPL_die_width_um=80
export IMPL_die_area_mm2=0.006400
export IMPL_finalNonFillerCells=175
export IMPL_postSynth_topFlopCell="sky130_fd_sc_hd__dfxtp_1"
export IMPL_netSwitchingPower_uw=183.2
export IMPL_vias_per_cell=3.069
export IMPL_cts_root_to_sink_buffers=2
export IMPL_place_ws_ns=0.06570
export IMPL_timing_rr_end="mem2[8]$_SDFFE_PN0P_"
export IMPL_worstReg2RegStart="mem1[3]$_SDFFE_PN0P_"
export IMPL_grt_max_degree=9
export IMPL_synth_warn=9
export IMPL_yosysChipArea_um2=909.6
export IMPL_drtIter0Drc=23
export IMPL_post_synth_main_area_contributors="sky130_fd_sc_hd__buf_4 46%, sky130_fd_sc_hd__dfxtp_1 26%, sky130_fd_sc_hd__mux2i_1 9.9%, sky130_fd_sc_hd__nor2b_1 6.9%, sky130_fd_sc_hd__o311ai_2 1.8%"
export IMPL_place_area_um2=959.7
export IMPL_floorplan_io_pins=76
export IMPL_gp_congestion=0.7415
export IMPL_floorplan_rows=21
export IMPL_final_period_utilization=0.9513
export IMPL_vdd_ir_drop_max_mv=0.2343
export IMPL_finalHoldViolations=0
export IMPL_rsz_0062_raised_after_global_routing="no"
export IMPL_sequential_fraction_of_the_synthesis_area=0.2641
export IMPL_cts_inserted_buffers=3
export IMPL_dieHeight_um=80
export IMPL_yosys_area_top_type_share=0.4622
export IMPL_report_final_slew_viol_count=0
[timing repair]
item | in CTS | in global routing
resized | 21 | 0
hold buffers | 0 | 0
buffers inserted | 6 | 0
setup endpoints to repair | 9 | 0
[power groups by stage]
stage	sequential (uW)	combinational, uW	clock [uW]
4_1_cts	390	131	309
5_1_grt	392	145	333
6_report	390	123	302
[cell usage in the layout, fill, tap and decap left out, types with 2 or more instances in the layout]
cell                               n
sky130_fd_sc_hd__and2_1            2
sky130_fd_sc_hd__buf_4             8
sky130_fd_sc_hd__clkbuf_4          3
sky130_fd_sc_hd__clkdlybuf4s50_1  10
sky130_fd_sc_hd__conb_1           56
sky130_fd_sc_hd__dfxtp_1           3
sky130_fd_sc_hd__dfxtp_2           8
sky130_fd_sc_hd__dlygate4sd2_1     8
sky130_fd_sc_hd__mux2i_1           9
sky130_fd_sc_hd__nor2b_1          10
[metal layers]
| metal | up-vias | GRT usage | routed length [um] |
|---|---|---|---|
| li1 | 262 | - | - |
| met1 | 231 | 0.06720 | 783 |
| met2 | 40 | 0.09310 | 875 |
| met3 | 4 | 0.02273 | 187 |
| met4 | 0 | 0.01232 | 45 |
| met5 | - | 0 | 0 |
[logic make-up after synthesis]
logic type | Yosys count | synth area share
AOI/OAI and AO/OA | 4 | 0.04402
buffers and inverters | 59 | 0.4828
DFF | 12 | 0.2641
muxes | 9 | 0.09904
other | 2 | 0.008256
and+or+nand+nor | 15 | 0.1018
[worst max-delay path, stage by stage, from the launching register on]
cell and delay (ns):
sky130_fd_sc_hd__dfxtp_2 0.32, sky130_fd_sc_hd__or2_2 0.28, sky130_fd_sc_hd__buf_2 0.11
[worst max-delay path by stage]
stage                     from  endpoint  slack, ns  cells past startpoint
6_report  mem2[9]$_SDFFE_PN0P_   diod_co       0.06                      2
5_1_grt   mem2[9]$_SDFFE_PN0P_   diod_co      0.007                      2
4_1_cts   mem2[9]$_SDFFE_PN0P_   diod_co       0.05                      2
[sequential cells by signal, indices dropped and copies added (netlist names)]
register   count
__button2      1
_button2       1
mem1           8
mem2           2
[metrics by stage]
| stage | power, uW | hold slack [ns] |
|---|---|---|
| 6_report | 815.0 | 0.4564 |
| 5_1_grt | 869.7 | 0.5008 |
| 4_1_cts | 830.1 | 0.4608 |
| 3_5_place_dp | 523.5 | 0.4496 |
| 3_3_place_gp | 524.1 | 0.4420 |
| 2_1_floorplan | 557.4 | 0.3316 |
[final cells by class]
class                           count  area, um^2
Clock buffer                        4       36.28
Sequential cell                    12       254.0
Inverter                            1       3.754
Fill cell                         371        2376
Multi-Input combinational cell     84       432.9
Tap cell                           46       57.56
Timing Repair Buffer               28       255.2
[synthesized netlist by cell type, types with 2 or more instances]
cell and number:
sky130_fd_sc_hd__buf_4 56, sky130_fd_sc_hd__dfxtp_1 12, sky130_fd_sc_hd__nor2b_1 10, sky130_fd_sc_hd__mux2i_1 9
sky130_fd_sc_hd__and2_1 2, sky130_fd_sc_hd__conb_1 2
Power figures rest on the tool's default switching activity, not on a simulated workload.
